===== /design/flow/constraint.sdc =====
current_design setting

set clk_period 5.1
set clk_io_pct 0.2

create_clock -name clk0 -period $clk_period [get_ports {CLK}]

set non_clock_inputs [all_inputs -no_clocks]
set_input_delay [expr $clk_period * $clk_io_pct] -clock clk0 $non_clock_inputs
set_output_delay [expr $clk_period * $clk_io_pct] -clock clk0 [all_outputs]

===== /design/flow/run.sh =====
#!/bin/bash
# OpenROAD 26Q1-2900-gdf79404cd8, Yosys 0.63+post, stock flow scripts
make -C /OpenROAD-flow-scripts/flow DESIGN_CONFIG=/design/flow/config.mk WORK_HOME=/design/flow/orfs finish

===== /design/flow/design.v =====
 module setting(
	 CLK,
    add_hour,
    sub_hour,
    add_min,
    sub_min,
    inHour,
    inMinute,
    mode,
	 outHour,
	 outMinute
 );
	 input CLK;
    input mode;
    input add_hour;
    input sub_hour;
    input sub_min;
    input add_min;
    input [7:0] inHour;
    input [7:0] inMinute;
	 output reg [7:0] outHour;
	 output reg [7:0] outMinute;
    always @(posedge CLK) begin
        outMinute = inMinute;
        outHour = inHour;
        if (add_min) begin
            if (outMinute[3:0] < 4'd9) begin
                outMinute = outMinute + 1;
            end
            else if (outMinute[3:0] == 4'd9) begin
                if (outMinute[7:4] < 4'd5) begin
                    outMinute[7:4] = outMinute[7:4] + 1;
                    outMinute[3:0] = outMinute[3:0] + 1;
                end
                else if (outMinute[7:4] == 4'd5) begin
                    outMinute = 8'h00;
                end
            end   
        end
        else if (add_hour) begin
            if (mode == 0) begin                    
                if (outHour[7:4] < 4'd2) begin
                    if (outHour[3:0] < 4'd9) begin
                        outHour[3:0] = outHour[3:0] + 1'b1;
                    end
                    else if (outHour[3:0] == 4'd9) begin
                        outHour[7:4] = outHour[7:4] + 1'b1;
                        outHour[3:0] = 4'h0;
                    end
                end
                else if (outHour[7:4] == 4'd2) begin
                    if (outHour[3:0] < 4'd3) begin
                        outHour[3:0] = outHour[3:0] + 1'b1;
                    end
                    else if (outHour[3:0] == 4'd3) begin
                        outHour[7:0] = 8'h00;
                    end
                end
            end
            else if (mode == 1) begin
                if(outHour[7:4] == 4'd0) begin
                    if (outHour[3:0] < 4'd9) begin
                        outHour[3:0] = outHour[3:0] + 1'b1;
                    end
                    else if (outHour[3:0] == 4'd9) begin
                        outHour[7:0] = 8'h10;
                    end 
                end
                else if(outHour[7:4] == 4'd1) begin
                    if(outHour[3:0] < 4'd2) begin
                        outHour[3:0] = outHour[3:0] + 1'b1;
                    end
                    else if (outHour[3:0] == 4'd2) begin
                        outHour[7:0] = 8'h01;
                    end
                end
            end
        end
        else if (sub_min) begin
             if (outMinute[3:0] > 4'h0) begin
                outMinute[3:0] = outMinute[3:0] - 1'b1;
             end
             else if (outMinute[3:0] == 4'h0) begin
                if(outMinute[7:4] > 4'h0) begin
                    outMinute[7:4] = outMinute[7:4] - 1'b1;
                    outMinute[3:0] = 4'h9;
                end
                else if (outMinute[7:4] == 4'h0) begin
                    outMinute[7:0] = 8'h59;
                end
             end
        end
        if (sub_hour) begin
            if(mode == 0) begin
                if(outHour[3:0] > 0) begin
                    outHour[3:0] = outHour[3:0] - 1'b1;
                end
                else if (outHour[3:0] == 0) begin
                    if (outHour[7:4] > 0) begin
                        outHour[7:4] = outHour[7:4] - 1'b1;
                        outHour[3:0] = 4'h9;
                    end
                    else if (outHour[7:4] == 0) begin
                        outHour[7:0] = 8'h23;
                    end
                end
            end
            else if (mode == 1) begin
                if(outHour[3:0] > 0) begin
                    outHour[3:0] = outHour[3:0] - 1'b1;
                end
                else if (outHour[3:0] == 0) begin
                    if (outHour[7:4] > 0) begin
                        outHour[7:4] = outHour[7:4] - 1'b1;
                        outHour[3:0] = 4'h9;
                    end
                    else if (outHour[7:4] == 0) begin
                        outHour[7:0] = 8'h12;
                    end
                end
            end
        end
    end
endmodule  

===== /design/flow/config.mk =====
export PLATFORM = sky130hd
export DESIGN_NAME = setting
export DESIGN_NICKNAME = setting
export VERILOG_FILES = /design/flow/design.v
export SDC_FILE = /design/flow/constraint.sdc
export NUM_CORES = 4
export LEC_CHECK = 1
export CORE_AREA = 10 10 104 104
export DIE_AREA = 0 0 114 114

==> results.txt <==
Summary of implementation figures.

Die
The die outline width is roughly 110 µm. 38 I/O pins were placed. The count of standard-cell rows is 34.

The floorplan step records an initial core utilization of 19.9%. The total die size is between 10000 and 15000 µm². The die outline height is ~110 µm. The floorplan step defined a core boundary enclosing 8680 µm².

Routing
The script logs the ratio of routed vias to standard cells as 5.08. The remaining antenna violation count after routing is 0. For this block, the initial DRC count from the detailed router was 54. The count of inserted antenna diode cells is 0.

Dividing the detail-routed wire length by the instance count gives 14.3 µm. The total number of vias is roughly 1800. The first detailed-routing pass ran for 4 iterations. The script parses the final routing iteration and logs DRC violations as 0. The wire length reported by the detailed router is 5090 µm.

Global routing
In the global route stage, overall resource usage came out at a little under 8%. The via count of the first global-routing pass is roughly 1700. The initial antenna violation count came to 0. After global routing the overflow that remains totals 0. The first global-routing pass estimated ~8500 µm of wire. Entering global routing, the biggest net connects 19 pins.

Final layout
In the layout the commonest cells are clkdlybuf4s50_1 (37), inv_1 (18), ha_1 (17). The final report gives the core utilization as roughly a quarter. The number of standard cells in the layout, taps in and fillers out is 357. Compared with the post-synthesis result, the final layout area differs by 30.4%. The dominant logic cell type in the layout is clkdlybuf4s50_1.

The design area is 2260 µm². The share of post-route cells with drive strength above 1 is 6.83%.

Logic synthesis
The number of enable flip-flop cells is 0. After technology mapping, the gate count stands at about 220. After synthesis, the cell types taking the most area are dfxtp_1 (19%), ha_1 (12%), a21oi_1 (4.0%). The area fraction of the largest cell type after synthesis is between 10% and 20%. Summing the sequential cell areas from Yosys gives 18.5% of the chip area. The dominant cell type by area after synthesis is dfxtp_1. The summed standard-cell area reported by yosys is ~1700 µm². The number of cells in Yosys stat is around 220. Dividing the synthesized area by the synthesized cell count gives 7.97 µm². The fraction of registers with async set or reset after synthesis is 0%. The post-synthesis sequential element count is 16.

In the synthesized netlist the dominant register cell turns out to be dfxtp_1. The synthesized area is around 1700 µm². The netlist uses between 50 and 60 different library cells. The warning tally printed by Yosys for this design is 1.

Clocking
The depth of the CTS H-tree is 1. The timing report gives the clock slew at the launch and capture registers of the worst setup and hold paths as approximately 0.07 ns. Per the TritonCTS log, the buffer count is 3. The clock tree has to reach 16 sinks. Per the CTS log, the buffer count on the longest clock path is 2. In this run the post-CTS setup repair buffer count came out at 0. The post-CTS resize count is 0.

The clock root buffer is clkbuf_8. The cts-stage hold buffer count is 0. The CTS tree is yes.

Flow run
Across all stage logs, warnings added up to 35. The max-cap check violation count is 0.

Power and ir drop
Total power normalized to cell area comes to between 150 and 200 nW/µm². The maximum ir drop on the vdd rail is around 0.000085 V. The analysis attributes to cell leakage a power of ~0.84 nW.

STA
The final worst hold slack is 1.52 ns. Pins over their slew limit in the final report were tallied at 0. Setup repair after global routing left no endpoint under its margin. Looking at the max-slew report, the worst-margin pin has a slew of between 0.6 and 0.7 ns.

The hold violation total from the final report is 0. Counting I/O delays and the setup requirement, the final critical path takes about 4 ns. Setup violations remaining at the end of the flow were counted as 0. After layout, the worst path uses around 77% of the clock period. The highest attainable clock frequency is ~0.25 GHz. The summed negative setup slack over all endpoints is 0 ns. The normalized max-slew margin is a little under three fifths.

Critical path
The largest stage delay on the critical path is 0.57 ns. The start-to-end type of the worst setup path is primary input to register. The endpoint kind of the worst setup timing path is a register. Of all nets on the critical path, the largest fanout is 8.

The critical path's slowest stage uses the library cell clkdlybuf4s50_1. The kind of launch point of the worst setup path is a primary input. The cell sequence reported for the critical path is clkdlybuf4s50_1, inv_1, ha_1, or3b_4, o211ai_1, nand4_1, a21o_1, inv_1, ha_1, nand2_1, a21o_1, or2_2, mux2i_1, mux2i_1.

The critical path required time is between 5 and 6 ns. The OpenROAD report gives the critical path a data arrival time of around 4 ns. The critical path's top delay family is simple AND/OR/NAND/NOR gates. The buffer and inverter count on the worst path is 3.

Place
The number of cells after detailed placement is roughly 350. The cell area reported after detailed placement is 2200 µm². The number of port buffers is 37.

At the end of routability-driven placement, the weighted congestion stood at 0.952. The detailed placer's ending HPWL is slightly above 4000 µm.

Outcome
The run finished with clean final reports.

Worst hold path
The path type of the worst min-delay path is primary input to register.
[report_power, final]
group          internal [mW]  total, mW  switching (mW)
clock                 0.0685      0.116          0.0472
sequential             0.137      0.141         0.00327
combinational         0.0703      0.139          0.0689
total                  0.276      0.396           0.119
[state kept, by name, indices dropped and copies added, names as in the netlist]
name / flops
outMinute: 8
outHour: 8
[tightest hold or removal path, cell delays in order]
cell             delay (ns)
clkdlybuf4s50_1        0.52
nand2_1                0.12
mux2i_1                0.07
[layout make-up]
| type | count | area, µm² |
|---|---|---|
| inverters | 18 | 67.6 |
| repair buffers | 37 | 370 |
| fillers | 971 | 6420 |
| clock buffers | 4 | 55.1 |
| flip-flops and latches | 16 | 320 |
| multi-input cells | 174 | 1310 |
| well taps | 108 | 135 |
[through the flow]
step | power [mW] | worst slack (ns)
final | 0.396 | 1.17
after global placement | 0.284 | 0.941
after global routing | 0.426 | 0.966
after detailed placement | 0.283 | 0.945
after CTS | 0.405 | 1.19
after floorplan | 0.215 | 1.85
[kinds of logic after synthesis]
family                   share of synthesized area, %
flip-flops                                       18.5
AND-OR/OR-AND                                    32.5
XOR/XNOR                                        0.506
buffers and inverters                            5.86
adder cells (fa/ha/maj)                          12.3
AND/OR/NAND/NOR                                  24.2
multiplexers                                     6.15
[path summary, 6_finish.rpt]
kind                            endpoint  slack, ns  cells past startpoint       from
worst max-delay path  outHour[0]$_DFF_P_       1.17                     14  inHour[5]
worst min-delay path  outHour[6]$_DFF_P_       1.52                      3  inHour[7]
[Yosys cell counts (3+ instances only)]
master     n
inv_1     18
ha_1      17
o21a_1     3
nor2b_1    4
nor3_1     5
clkbuf_1   9
nor4_1     3
nand2_1   16
a211oi_1   3
nand3_1    5
o21ai_0    8
nand4_1    3
a21oi_1   14
a31oi_1    6
o211ai_1   4
mux2i_1    5
dfxtp_1   16
nand2b_1   6
nor2_1    16
[layer usage]
metal	global-route usage [%]	vias up	routed length (µm)
met3	2.29	8	382
met4	1.00	0	77
li1	-	893	-
met2	12.6	62	2370
met5	0	-	0
met1	10.1	852	2260
Power is estimated from default activity; no workload was simulated.
