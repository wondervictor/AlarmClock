### design/flow/design.v
module Devider50H(CLK_50M, nCLR, CLK);
    input CLK_50M;
    input nCLR;
    output reg CLK;
    reg [31:0] counter = 0;
    parameter  CLK_Freq = 50000000;
    parameter  Ouput_Freq = 50;
    always @ (posedge CLK_50M or negedge nCLR) begin
        if (!nCLR) begin
            CLK <= 0;
            counter <= 0;
        end
        else if (counter >= 100000) begin
            CLK <= ~CLK;
            counter <= 0;
        end
        else begin
            counter <= counter + 1'b1;
        end
    end
endmodule  
### design/flow/constraint.sdc
current_design Devider50H

set clk_period 2.3
set clk_io_pct 0.2

create_clock -name clk0 -period $clk_period [get_ports {CLK_50M}]

set non_clock_inputs [all_inputs -no_clocks]
set_input_delay [expr $clk_period * $clk_io_pct] -clock clk0 $non_clock_inputs
set_output_delay [expr $clk_period * $clk_io_pct] -clock clk0 [all_outputs]
### design/flow/run.sh
#!/bin/bash
# OpenROAD 26Q1-2900-gdf79404cd8, Yosys 0.63+post, stock flow scripts
make -C /OpenROAD-flow-scripts/flow DESIGN_CONFIG=/design/flow/config.mk WORK_HOME=/design/flow/orfs finish
### design/flow/config.mk
export PLATFORM = sky130hd
export DESIGN_NAME = Devider50H
export DESIGN_NICKNAME = Devider50H
export VERILOG_FILES = /design/flow/design.v
export SDC_FILE = /design/flow/constraint.sdc
export NUM_CORES = 4
export LEC_CHECK = 1
export CORE_AREA = 10 10 104 104
export DIE_AREA = 0 0 114 114
==> impl_metrics.ini <==
; generated from flow reports
[status]
status = finished clean

[final_timing]
maxSlewViolCount = 0
rsz0062_at_grt = no
fin_setup_tns_ps = 0
whs_ps = 472
hold_violations = 0
finalClockPeriodUsage = 0.791
fin_crit_ps = 1820
finClkSkew_ps = 6.29
fmax_mhz = 549
setup_viol = 0

[worst_setup_path]
endpoint = counter[16]
cp_num_buf_inv = 0
r2r_cells = 4
slowest_stage = or4_4
crit_cells = 4
crit_path_start = counter[5]
path_cells = nand4_2 -> or4_4 -> or4_1 -> a21oi_1
cpPeakStageDelay_ps = 550
r2r_slack_ps = 480
reg2reg_from = counter[5]
crit_type = flop to flop
crit_family = simple AND/OR/NAND/NOR gates
arrival_ps = 2030
reg2reg_to = counter[16]
endpoint_kind = flop
setup.worst_path.start_class = flop
cp_max_fo = 7
cp.required_ps = 2510

[grt]
grt_pass1_wl_um = 3550
antenna_found_initial = 0
grt_max_degree = 34
grtUsageTotal = 0.0311
grt_pass1_vias = 784
grt-ovfl-total = 0

[yosys]
ys_seq_frac = 0.633
synth_top_cell_by_count = dfrtp_1
syn_area_um2 = 1300
synth-async-reset-ratio = 1.00
synthCells = 110
synth.distinct_cells = 26
yosys_area_um2 = 1300
area_leaders = dfrtp_1, xor2_1, nor2_1
synth_warnings = 1
edf_count = 0
synth.top_cell.area_share = 0.633
yosys-top-cells-count = dfrtp_1, nor2_1, xor2_1
ff_type = dfrtp_1
ys_ff = 33
syn_avg_cell_area_um2 = 11.9
ys_cells = 110
yosysTopAreaCell = dfrtp_1

[die]
rows = 34
fp-utilization = 0.150
die_h_um = 114
die_w_um = 114
die-area_um2 = 13000
io_pins = 3
coreArea_um2 = 8680

[clock_tree]
cts_htree_levels = 2
cts_resized = 0
tritoncts = yes
cts_buffers = 5
cts-root-buf = clkbuf_8
cts.path.max_buffers = 2
cts.reportedPaths.clkPinSlew_ps = 70
cts.hold.buffers_added = 0
postCtsSetupRepairBufs = 0
cts_num_sinks = 33
clock_latency_ps = 280

[drt]
antenna_cells = 0
vias_per_cell = 3.31
antenna_left = 0
route.detailed.drc = 0
drtIter0Drc = 27
wl_per_cell_um = 7.89
drt_wl_total_um = 1900
vias = 797
firstDrtPassIters = 4

[power]
p_leak_nw = 0.660
peakVddDrop_mv = 0.553
p_per_area_nw_per_um2 = 766

[worst_hold_path]
hold_class = flop to flop

[placed_design]
gp_congestion = 0.808
dp_hpwl_um = 1240
port_buffers = 2

[layout]
final_layout_size_suffix_gt1_frac = 0.105
areaGrowthSynthToFinish_pct = 26.5

[run]
cap_violations = 0
log.warning_count = 27
## routing by layer
layer,global-route usage,routed length (um),up-vias,share of wire
li1,-,-,410,-
met1,0.0453,1000,375,0.53
met2,0.0452,798,10,0.42
met3,0.00744,59,2,0.031
met4,0.00835,40,0,0.021
met5,0,0,-,0
## report_power, final
| group | switching (W) | leakage (nW) | internal (W) |
|---|---|---|---|
| Clock | 0.000214 | 0.0687 | 0.000436 |
| Sequential | 0.00000330 | 0.427 | 0.000593 |
| Combinational | 0.0000135 | 0.165 | 0.00000356 |
## cells by family (layout without fill, tap and decap cells)
kind of cell | after synthesis | in the layout | synth area share
XOR/XNOR | 13 | 13 | 0.0873
other | 1 | 15 | 0.00288
adder cells (fa/ha/maj) | 2 | 2 | 0.0192
flip-flops | 33 | 33 | 0.633
AND-OR/OR-AND | 9 | 9 | 0.0413
buffers and inverters | 7 | 16 | 0.0202
AND/OR/NAND/NOR | 45 | 45 | 0.196
## how the worst min path moves through the flow
stage | start | to | slack (ps) | cells past startpoint
finish | CLK | CLK | 470 | 1
CTS | CLK | CLK | 470 | 1
global route | CLK | CLK | 500 | 1
## registers in the layout (all words and copies together) (netlist names)
register and flops:
CLK 1, counter 32
## worst register-to-register path, cell delays in order (launching register included)
cell and delay [ps]:
dfrtp_1 470, nand4_2 170, or4_4 550, or4_1 410
a21oi_1 150
## cell usage in the layout, fill, tap and decap left out, drive strengths merged
master and instances:
a21oi 3, a31o 1, and2 1, and4 4
buf 1, bufinv 2, clkbuf 5, clkdlybuf4s50 2
conb 15, dfrtp 33, ha 2, inv 6
nand2 3, nand3 6, nand4 6, nor2 14
nor3 2, nor4 5, o211ai 1, o21ai 3
o31ai 1, or3 1, or4 3, xnor2 3
xor2 10
## final cells by class
type / count / area (um2)
clock inverter: 3 / 68.8
multi-input combinational: 84 / 504
clock buffer: 5 / 68.8
fill: 976 / 7030
sequential: 33 / 826
tap: 108 / 135
inverter: 5 / 18.8
timing repair buffer: 3 / 27.5
## through the flow
step	power [W]	instance area (um2)	util	worst slack, ps	cells
final	0.00126	1650	0.190	480	241
after global routing	0.00131	1650	0.190	398	241
after CTS	0.00128	1650	0.190	484	241
after detailed placement	0.000626	1510	0.174	494	233
after global placement	0.000626	1510	0.174	554	233
after floorplan	0.000611	1360	-	612	124
Power and IR drop assume default switching activity.
