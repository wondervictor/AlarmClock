--- flow/run.sh ---
#!/bin/bash
# OpenROAD 26Q1-2900-gdf79404cd8, Yosys 0.63+post, stock flow scripts
make -C /OpenROAD-flow-scripts/flow DESIGN_CONFIG=/design/flow/config.mk WORK_HOME=/design/flow/orfs finish
--- flow/config.mk ---
export PLATFORM = sky130hd
export DESIGN_NAME = Devider50
export DESIGN_NICKNAME = Devider50
export VERILOG_FILES = /design/flow/design.v
export SDC_FILE = /design/flow/constraint.sdc
export NUM_CORES = 4
export LEC_CHECK = 1
export CORE_UTILIZATION = 30
--- flow/constraint.sdc ---
current_design Devider50

set clk_period 3.4
set clk_io_pct 0.2

create_clock -name clk0 -period $clk_period [get_ports {CLK_50M}]

set non_clock_inputs [all_inputs -no_clocks]
set_input_delay [expr $clk_period * $clk_io_pct] -clock clk0 $non_clock_inputs
set_output_delay [expr $clk_period * $clk_io_pct] -clock clk0 [all_outputs]
--- flow/design.v ---
`timescale 1ns / 1ps
module Devider50(CLK_50M, nCLR, CLK);
    input CLK_50M;
    input nCLR;
    output reg CLK;
    parameter N = 25;
    parameter  CLK_Freq = 50000000;
    parameter  Ouput_Freq = 1;
    reg [N-1: 0] counter;
    always @ (posedge CLK_50M or negedge nCLR) begin
        if (!nCLR) begin
            CLK <= 0;
            counter <= 0;
        end
        else begin
            if (counter < (CLK_Freq/(2 * Ouput_Freq)-1))
                counter <= counter + 1'b1;
            else begin
                counter <= 0;
                CLK <= ~CLK;
            end
        end
    end
endmodule  
==> metrics.csv <==
stage;metric;value;unit
global_route;pin count of the biggest net entering global routing;27;
cts;Max Buffers Root-to-Sink;2;
global_route;total grt overflow;0;
die;die height;67.99;um
timing;fin crit share;0.6093;
worst_setup_path;CP required;3550;ps
final_layout;area grow syn2layout;10.92;%
cts;Setup Buffers After CTS;0;
cts;Sink Count;26;
timing;Final Max Tran Viols;0;
die;num rows;23;
logic_synthesis;syn_area_per_cell;10.45;um^2
global_route;All-Layer GR Usage;0.1161;
logic_synthesis;cell count after synthesis;125;
placed_design;DP HPWL;1441;um
detailed_routing;antenna viol nets, final;0;
min_path;hold path depth;1;
timing;hold_ws;471.8;ps
timing;RSZ-0062 raised after global routing;false;
timing;Worst-Margin Slew;740.3;ps
run_status;status;complete, no violations;
worst_setup_path;Critical Path Fanout Max;14;
worst_setup_path;Critical Path AT;2230;ps
timing;setup_tns;0;ps
logic_synthesis;EDFF count, synth;0;
worst_setup_path;CP cell instances;and3_2 > nand3_1 > o41ai_4 > buf_4 > nor2_1;
die;I/O pins;3;
cts;CTS tree;yes;
cts;H-tree Lvls;1;
job;Log Warnings;25;
final_layout;Layout fillers;398;
timing;FMAX;0.4827;GHz
worst_setup_path;kind of critical path;reg -> reg;
worst_setup_path;WP depth;5;
global_route;first-pass GRT wire length;3995;um
worst_setup_path;crit start category;flip-flop;
detailed_routing;DR DRC count;0;
detailed_routing;DRT iter0 DRCs;57;
detailed_routing;vias per cell;4.750;
cts;CTS clock-pin slew for the worst setup and hold paths;90;ps
detailed_routing;final wirelength;2075;um
cts;Num CTS Buffers;3;
global_route;initial antenna violation count;0;
power_and_ir_drop;LEAKAGE;0.6647;nW
timing;Tmin final;2072;ps
placed_design;PortBufs;2;
cts;hold_buf cts;0;
logic_synthesis;mapped cell area;0.001306;mm^2
final_layout;Top cells excl fill/tap;29 x nor2_1, 26 x dfrtp_1, 12 x xor2_1;
worst_setup_path;worst r2r path cells;5;
logic_synthesis;Synth async-reset ratio;1.000;
logic_synthesis;Synthesized registers;26;
logic_synthesis;Yosys cell types;26;
logic_synthesis;YS chip area;0.001306;mm^2
worst_setup_path;endpoint type of the worst setup path;flip-flop;
placed_design;DP Worst Slack;1327;ps
timing;Final Worst Setup Slack;1328;ps
power_and_ir_drop;PD cells;393.1;mW/mm^2
cts;Latency at later pin;270;ps
global_route;vias in the first global route;866;
die;total die size;0.004622;mm^2
cts;CTS root buf;clkbuf_8;
timing;Final setup violation count;0;
placed_design;dpl cells;176;
logic_synthesis;post-synthesis sequential area ratio;0.4981;
detailed_routing;Routed wire per std cell;11.53;um
timing;Final Hold Fails;0;
logic_synthesis;synth warn;1;
min_path;Hold WC Path Type;reg -> reg;
worst_setup_path;Worst path slowest cell;o41ai_4;
power_and_ir_drop;peak supply drop;0.0002648;V
die;Core Region;0.004086;mm^2
detailed_routing;Ant. Diodes;0;
timing;Slew headroom;0.5048;
final_layout;layout cells sized above 1;0.1077;
logic_synthesis;yosys cell count;125;
job;MaxCap Viol Count;0;
placed_design;RePlAce Congestion;0.8032;
final_layout;fin util;0.3546;
cts;CTS resizes;0;
worst_setup_path;slowest stage delay, CP;780;ps
worst_setup_path;buffer and inverter count on the worst path;1;
detailed_routing;Pre-Repair DR Iteration Count;4;
worst_setup_path;CP delay by family, top;AND-OR/OR-AND gates;
logic_synthesis;Most common reg cell;dfrtp_1;
detailed_routing;routed vias;855;
final_layout;fin cells;180;
die;Floorplan Utilization;0.3197;
die;die extent in x;67.99;um
timing;Layout Skew;10.85;ps
final_layout;most frequent logic cell in the layout;nor2_1;
routing by layer:
metal / global-route usage / vias up / wire length [um]
li1: - / 430 / -
met1: 0.1686 / 410 / 1042
met2: 0.1838 / 13 / 933
met3: 0.03041 / 2 / 92
met4: 0.01042 / 0 / 8
met5: 0 / - / 0
synthesized netlist by cell type, types with 3 or more instances:
| master | n | area (um^2) |
|---|---|---|
| xnor2_1 | 11 | 96.34 |
| nor3_1 | 3 | 15.01 |
| nand3_1 | 8 | 40.04 |
| nor2_1 | 29 | 108.9 |
| and4_1 | 3 | 26.28 |
| xor2_1 | 12 | 105.1 |
| nand2_1 | 7 | 26.28 |
| nand4_1 | 4 | 25.02 |
| dfrtp_1 | 26 | 650.6 |
metrics by stage:
| step | cell area [um^2] | power, mW |
|---|---|---|
| final | 1449 | 0.5696 |
| after global routing | 1449 | 0.5954 |
| after CTS | 1449 | 0.5784 |
| after detailed placement | 1378 | 0.3232 |
| after global placement | 1378 | 0.3229 |
| after floorplan | 1306 | 0.3152 |
flip-flops by register name, summed over array words and instances (netlist names):
name and flops:
counter 25, CLK 1
final timing paths:
check                             from          end  slack [ps]
hold / removal                     CLK          CLK         470
hold reg to reg                    CLK          CLK         470
min in group asynchronous         nCLR  counter[13]         760
setup / recovery           counter[19]  counter[22]        1330
setup reg to reg           counter[19]  counter[22]        1330
max in group asynchronous         nCLR   counter[6]        2380
cell families (layout without fill, tap and decap cells):
group / Yosys count / after routing / synth area share
simple gates: 66 / 66 / 0.2749
flops: 26 / 26 / 0.4981
xor+xnor: 23 / 23 / 0.1542
compound gates: 4 / 4 / 0.03736
buf+inv: 5 / 10 / 0.02586
fa+ha+maj: 1 / 1 / 0.009577
worst register-to-register path, delay by kind of cell, from the launching register on:
kind	cells	cell delay, ps
AND/OR/NAND/NOR	3	440
AND-OR/OR-AND	1	780
flip-flops	1	410
buffers and inverters	1	320
where the power goes:
part / total, mW / internal (mW) / leakage [nW] / switching, mW
combinational: 0.00748 / 0.00176 / 0.275 / 0.00572
sequential: 0.309 / 0.309 / 0.354 / 0
clock: 0.253 / 0.157 / 0.0357 / 0.0957
area by class of cell:
class	instances	area, um^2	area share
Timing Repair Buffer	4	35.03	0.02418
Multi-Input combinational cell	94	621.8	0.4292
Clock buffer	3	41.29	0.02850
Sequential cell	26	650.6	0.4490
Inverter	2	7.507	0.005181
Clock inverter	1	30.03	0.02073
Tap cell	50	62.56	0.04318
Power and IR drop assume default switching activity.
